==> config.mk <==
export PLATFORM = sky130hd
export DESIGN_NAME = alu_8bit_me
export DESIGN_NICKNAME = alu_8bit_me
export VERILOG_FILES = /design/flow/design.v
export SDC_FILE = /design/flow/constraint.sdc
export NUM_CORES = 4
export LEC_CHECK = 1
export CORE_AREA = 10 10 110 110
export DIE_AREA = 0 0 120 120
==> constraint.sdc <==
current_design alu_8bit_me

set clk_period 6.0
set clk_io_pct 0.2

create_clock -name clk0 -period $clk_period

set non_clock_inputs [all_inputs -no_clocks]
set_input_delay [expr $clk_period * $clk_io_pct] -clock clk0 $non_clock_inputs
set_output_delay [expr $clk_period * $clk_io_pct] -clock clk0 [all_outputs]
==> design.v <==
module alu_8bit_me (
    input   wire    [7:0]       i_a,
    input   wire    [7:0]       i_b,
    input   wire    [2:0]       i_op,
    output  reg     [7:0]       o_result,
    output  wire    [7:0]       o_flag
);
always @(*) begin
    case (i_op)
        0 : o_result = i_a + i_b;
        1 : o_result = i_a - i_b;
        2 : o_result = i_b - i_a;
        3 : o_result = i_a & i_b;
        4 : o_result = i_a | i_b;
        5 : o_result = i_a ^ i_b;
        6 : o_result = ~i_a;
        7 : o_result = 0;
    endcase
end
reg r_overflow;
always @(*) begin
    if (i_op == 0) begin  
        if (~i_a[7] & ~i_b[7] & o_result[7])
            r_overflow = 1;
        else if(i_a[7] & i_b[7] & ~o_result[7])
            r_overflow = 1;
        else
            r_overflow = 0;
    end
    else if (i_op == 1) begin  
        if (~i_a[7] & i_b[7] & o_result[7])
            r_overflow = 1;
        else if(i_a[7] & ~i_b[7] & ~o_result[7])
            r_overflow = 1;
        else
            r_overflow = 0;
    end
    else if (i_op == 2) begin  
        if (~i_b[7] & i_a[7] & o_result[7])
            r_overflow = 1;
        else if(i_b[7] & ~i_a[7] & ~o_result[7])
            r_overflow = 1;
        else
            r_overflow = 0;
    end
    else
        r_overflow = 0;
end
wire    w_zero;
wire    w_equal;
wire    w_not_equal;
wire    w_greater_a;
wire    w_greater_b; 
assign  w_zero = (i_op != 7) ? (o_result == 0) : 0; 
assign  w_equal = (i_op == 7) ? (i_a == i_b) : 0;
assign  w_not_equal = (i_op == 7) ? (i_a != i_b) : 0;
assign  w_greater_a = (i_op == 7) ? (i_a > i_b) : 0;
assign  w_greater_b = (i_op == 7) ? (i_a < i_b) : 0; 
assign  o_flag[0] = r_overflow;
assign  o_flag[1] = w_zero;
assign  o_flag[3:2] = 0;
assign  o_flag[4] = w_equal;
assign  o_flag[5] = w_not_equal;
assign  o_flag[6] = w_greater_a;
assign  o_flag[7] = w_greater_b; 
endmodule
==> run.sh <==
#!/bin/bash
# OpenROAD 26Q1-2900-gdf79404cd8, Yosys 0.63+post, stock flow scripts
make -C /OpenROAD-flow-scripts/flow DESIGN_CONFIG=/design/flow/config.mk WORK_HOME=/design/flow/orfs finish
==> GITHUB_STEP_SUMMARY <==
## Implementation flow summary

| Metric | Value |
|---|---|
| PwrDens | 88.2 nW/µm² |
| Number of I/O port buffers | 33 |
| Max-slew violations | 0 |
| Cell Count Post-Placement | 417 |
| Worst Path Arrival | 4650 ps |
| Outcome | finished clean |
| Worst Path Required | 4800 ps |
| # IOs | 35 |
| Setup_tns | 0 ps |
| PnR worst setup slack | 153 ps |
| Hold buffers post-CTS | 0 |
| Pre-CTS WS | 104 ps |
| Final period util | 97.4% |
| Internal power | 0.0000964 W |
| CP Launch Type | input pin |
| Fin cells | 417 |
| Wire per inst | 14.6 µm |
| Most frequent cell after synthesis | ha_1 |
| Worst vdd ir | 0.0221 mV |
| Avg Cell Area, Syn | 7.10 µm² |
| Final Hold Vio Count | 0 |
| Die Footprint | 14400 µm² |
| Row cnt | 36 |
| Worst-margin pin slew | 581 ps |
| Core area | 9770 µm² |
| Number of diodes | 0 |
| Via-to-Cell Ratio | 4.66 |
| Initial Util | 18.7% |
| Flops | 0 |
| Placer congestion estimate | 0.943 |
| Remaining DRCs | 0 |
| WL final | 6110 µm |
| Yosys Instances | 258 |
| CLK BUF | 0 |
| First-pass GRT wire length | 9830 µm |
| CP Class | in2out |
| Largest net degree at the start of global routing | 26 |
| Area leader, netlist | ha_1 |
| GR Overflow Total | 0 |
| Fillers | 1075 |
| GRT Util Overall | 8.17% |
| Relative slew slack | 60.3% |
| Worst hold start | i_op[1] |
| Unrepaired setup endpoints after global routing | false |
| Distinct cells, synth | 66 |
| Mapped Cells | 258 |
| Clock network power share | 0% |
| Sequential area share after synthesis | 0% |
| DRT Pass-1 Iters | 4 |
| Syn-to-layout area delta | 26.0% |
| Final Util | 23.6% |
| Crit path time final | 5850 ps |
| Mapped Area | 1830 µm² |
| Top-area cell share | 22.5% |
| CP endpoint kind | primary output |
| Fmax achieved | 171 MHz |
| Setup Viol. Count Final | 0 |
| Share of layout cells above drive strength 1 | 6.69% |
| Final ANT Viol Nets | 0 |
| Worst min path class | in2out |
| Tool Warnings | 50 |
| Routed vias | 1945 |
| Vias in the first global route | 1844 |
| Iteration-0 DRC Markers | 143 |
| Top cells by count | ha_1 (33), inv_1 (27), a21oi_1 (19), nor2_1 (19), nand2_1 (13) |
| Sequential Area | 0 µm² |
| Sw power | 0.000107 W |
| Crit-path max FO | 4 |
| Combinational power share | 100.0% |
| Ys Warns | 1 |
| LEAKAGE | 0.932 nW |
| Sw frac | 52.7% |
| Die height | 120 µm |
| Power Total | 0.000204 W |
| Comb area | 1630 µm² |
| Sequential fraction of design power | 0% |
| Crit path from | i_a[1] |
| Die width | 120 µm |
| Largest cells by area | ha_1 (23%), inv_1 (5.5%), a21oi_1 (5.2%) |
| HPWL after DPL | 4990 µm |
| Yosys stat area | 1830 µm² |
| Max-cap violations | 0 |
| Antenna violations before repair | 0 |
## worst paths after layout
kind,end,slack (ps),cells past startpoint
worst max-delay path,o_flag[0],150,12
worst min-delay path,o_flag[4],3690,5
## power by group through the flow
stage	Clock, W	Sequential [W]	Combinational, W
4_1_cts	0	0	0.000202
6_report	0	0	0.000204
5_1_grt	0	0	0.000225
## worst max-delay path, stage by stage
cell,delay (ps)
clkdlybuf4s50_1,530
inv_1,80
ha_1,220
a41oi_1,280
xnor2_1,100
ha_1,220
or4_1,530
o21a_1,230
o21a_1,200
or4_1,470
nand4_1,110
clkdlybuf4s50_1,470
## placed cells by master, fill, tap and decap left out, drive strengths merged, types with 4 or more instances in the layout
cell and instances:
o21a 6, o21ai 12, nand2 13, mux2i 4, buf 10, a211oi 4, ha 33, nor2b 7
nor2 21, o211ai 5, nand2b 4, xnor2 8, inv 27, nor3b 4, nor4 6, clkdlybuf4s50 33
nor3 8, a21oi 19
## stage by stage
stage | hold slack (ps) | area [µm²]
floorplan | 2570 | 1840
global placement | 3700 | 2290
detailed placement | 3700 | 2290
CTS | 3700 | 2290
global route | 3760 | 2310
finish | 3690 | 2310
## final cells by class
class	instances	area share, %
well taps	133	7.21
inverters	29	4.72
multi-input cells	212	70.5
repair buffers	43	17.6
## layer usage
layer	vias up	wire (µm)	global-route usage, %
li1	989	-	-
met1	903	2770	10.7
met3	6	217	0.714
met4	0	41	0.905
met5	-	0	0
met2	47	3080	14.6
## what timing repair did
item                                    CTS  global route
buffers inserted                          0             0
resized                                   0             3
endpoints found under the setup margin    0             2
## cells by family after synthesis
group                      share of synthesized area [%]
adders and majority gates                           24.7
other                                              0.205
xor gates and xnor gates                            4.78
and+or+nand+nor                                     23.5
buffers and inverters                               12.1
muxes                                               4.03
AOI/OAI and AO/OA                                   30.7
Power figures rest on the tool's default switching activity, not on a simulated workload.
