==> flow/design.v <==
module add_4_nums (
    input   wire            i_rst_n,
    input   wire            i_clk,
    input   wire            i_enable,
    input   wire    [7:0]   i_a,
    input   wire    [7:0]   i_b,
    input   wire    [7:0]   i_c,
    input   wire    [7:0]   i_d,
    output  reg     [9:0]   o_sum
);
reg [9:0] r_ab, r_cd;
always @(posedge i_clk or negedge i_rst_n) begin
    if(~i_rst_n)
        r_ab <= 0;
    else begin
        if(i_enable)
            r_ab <= i_a + i_b;
    end
end
always @(posedge i_clk or negedge i_rst_n) begin
    if(~i_rst_n)
        r_cd <= 0;
    else begin
        if(i_enable)
            r_cd <= i_c + i_d;
    end
end
always @(posedge i_clk or negedge i_rst_n) begin
    if(~i_rst_n)
        o_sum <= 0;
    else begin
        if(i_enable)
            o_sum <= r_ab + r_cd;
    end
end
endmodule
==> flow/run.sh <==
#!/bin/bash
# OpenROAD 26Q1-2900-gdf79404cd8, Yosys 0.63+post, stock flow scripts
make -C /OpenROAD-flow-scripts/flow DESIGN_CONFIG=/design/flow/config.mk WORK_HOME=/design/flow/orfs finish
==> flow/config.mk <==
export PLATFORM = sky130hd
export DESIGN_NAME = add_4_nums
export DESIGN_NICKNAME = add_4_nums
export VERILOG_FILES = /design/flow/design.v
export SDC_FILE = /design/flow/constraint.sdc
export NUM_CORES = 4
export LEC_CHECK = 1
export CORE_UTILIZATION = 40
==> flow/constraint.sdc <==
current_design add_4_nums

set clk_period 4.3
set clk_io_pct 0.2

create_clock -name clk0 -period $clk_period [get_ports {i_clk}]

set non_clock_inputs [all_inputs -no_clocks]
set_input_delay [expr $clk_period * $clk_io_pct] -clock clk0 $non_clock_inputs
set_output_delay [expr $clk_period * $clk_io_pct] -clock clk0 [all_outputs]
==> impl_metrics.tcl <==
# flow metrics
set metrics [dict create \
    final_area_um2 2670 \
    setup_viol_count_final 0 \
    io_pins 45 \
    clk_latency_ns 0.28 \
    cts_tree "done" \
    status "completed" \
    warnings 25 \
    postSynthCellCount 205 \
    vias 1662 \
    wire_per_inst_um 13.4 \
    synthArstFlopShare_pct 100 \
    cts_root_buffer "clkbuf_8" \
    area_delta_synth_final_pct 28.0 \
    antenna_cells 0 \
    core_um2 4880 \
    wl_um 4220 \
    drive_gt1_share_pct 10.0 \
    drc 0 \
    first_iter_violations 71 \
    final_max_slew_viol_count 0 \
    slowest_delay_ns 0.45 \
    grt_pass1_wl_um 7270 \
    whs_ns 0.494 \
    vdd.ir_drop.worst_mv 0.175 \
    ys_area_um2 2080 \
    dpl_cell_area_um2 2590 \
    post-place-cells 312 \
    die_w_um 74.1 \
    tightestPinTransition_ns 0.637 \
    initCoreUtil_pct 42.7 \
    hpwlAfterDp_um 3270 \
    layout_top_cell "clkdlybuf4s50_1" \
    grt_overflow 0 \
    antenna_found_initial 0 \
    dr.pass1.iters 6 \
    postCtsHoldBufs 0 \
    htreeDepth 1 \
    ctsResizeCount 0 \
    syn_area_um2 2080 \
    cts_buffers 3 \
    max-clock-path-buffers 2 \
    clock_sinks 28 \
    die_y_um 74.1 \
    yosys_cells 205 \
    yosys_warnings 1 \
    min_period_ns 2.69 \
    cp.required_ns 4.46 \
    dieArea_um2 5500 \
    fin_worst_skew_ns 0.00780 \
    critPathSlowestCell "clkdlybuf4s50_1" \
    portBuffers 44 \
    grt_pass1_vias 1601 \
    finalSetupTns_ns 0 \
    worstSetupStartpointType "input pin" \
    synth_seq_share_pct 33.7 \
    rows 25 \
    grt_start_max_net_pins 38 \
    min_period_over_period_pct 62.5 \
    drt-vias-per-instance 5.26 \
    critical_path_class "input pin to flip-flop" \
    synth.distinct_cells 41 \
    grt_util_all_layers_pct 17.3 \
    hold_viol 0 \
    p_leak_nw 1.12 \
    ant_nets 0 \
    post-route-util_pct 54.6 \
    synth_flops 28 \
    gp_congestion 0.836 \
    power.density_nw_per_um2 408 \
    rsz0062_at_grt "no" \
    final_cell_mix "clkdlybuf4s50_1, dfrtp_1, ha_1, a21oi_1, mux2_2" \
    synth-main-ff-cell "dfrtp_1" \
    fin_cells 316 \
    post-cts-setup-buffers 0 \
    maxSlewHeadroom_pct 57.5 \
    worstPathArrival_ns 2.85 \
    cp_max_fo 37 \
    edf_count 0 \
    cap_violations 0 \
    clk_pin_slew_ns 0.09 \
    end_kind "flip-flop" \
    fmax_mhz 372 \
    syn_avg_cell_area_um2 10.2 \
    crit_chain "clkdlybuf4s50_1, buf_4, inv_1, or3_1, a311oi_1, nor2_1" \
    hold_path.class "flip-flop to flip-flop" \
]
==> logic make-up (layout without fill, tap and decap cells) <==
group,after synthesis,in the layout,share of synthesized area [%]
AND-OR/OR-AND,70,70,24.6
AND/OR/NAND/NOR,40,40,9.49
adder cells (fa/ha/maj),28,28,17.9
flip-flops,28,28,33.7
buffers and inverters,16,60,3.13
multiplexers,14,14,7.45
XOR/XNOR,9,9,3.79
==> routing by layer <==
| layer | global-route usage (%) | part of all wire [%] | vias up |
|---|---|---|---|
| met5 | 0 | 0 | - |
| met4 | 1.71 | 0.83 | 0 |
| met3 | 1.79 | 3.3 | 2 |
| met2 | 28.3 | 44 | 38 |
| met1 | 26.6 | 52 | 752 |
| li1 | - | - | 870 |
==> stage by stage <==
| stage | power (W) | setup WS (ns) |
|---|---|---|
| floorplan | 0.000689 | 1.94 |
| global placement | 0.000882 | 1.35 |
| detailed placement | 0.000884 | 1.33 |
| CTS | 0.00110 | 1.64 |
| global route | 0.00118 | 1.46 |
| finish | 0.00109 | 1.61 |
==> worst max-delay path, delay by kind of cell <==
kind                   cells  cell delay (ns)
and+or+nand+nor            2             0.51
AOI/OAI and AO/OA          1             0.25
buffers and inverters      3             1.20
==> flip-flops by register name, summed over array words and instances, names as in the netlist <==
register and cells:
o_sum 10, r_ab 9, r_cd 9
==> synthesized netlist by cell type, drive strengths merged, types with 3 or more instances <==
library cell	number	area share, %
mux2	12	6.5
a21oi	13	3.1
buf	4	0.96
o21ai	12	2.9
o211ai	4	1.4
ha	25	15
nor2	9	1.6
a31oi	4	1.2
xnor2	5	2.1
inv	10	1.8
nor2b	4	1.2
a2111o	4	2.2
nand2	10	1.8
fa	3	2.9
o21bai	7	2.5
o21a	5	1.8
xor2	4	1.7
dfrtp	28	34
o311ai	3	1.3
nand3	4	0.96
a211oi	5	2.3
==> area by class of cell <==
type / instances / area [µm²]
Multi-Input combinational cell: 161 / 1320
Fill cell: 466 / 2210
Tap cell: 67 / 83.8
Clock buffer: 3 / 41.3
Sequential cell: 28 / 701
Timing Repair Buffer: 46 / 455
Clock inverter: 1 / 30.0
Inverter: 10 / 37.5
==> worst paths after layout <==
kind | slack (ns) | endpoint | startpoint | cells after the start
min | 0.49 | o_sum[7]$_DFFE_PN0P_ | o_sum[7]$_DFFE_PN0P_ | 2
max reg2reg | 2.17 | o_sum[8]$_DFFE_PN0P_ | r_ab[0]$_DFFE_PN0P_ | 6
min in group asynchronous | 0.95 | r_ab[1]$_DFFE_PN0P_ | i_rst_n | 2
min reg2reg | 0.49 | o_sum[7]$_DFFE_PN0P_ | o_sum[7]$_DFFE_PN0P_ | 2
max in group asynchronous | 3.08 | r_cd[8]$_DFFE_PN0P_ | i_rst_n | 2
max | 1.61 | o_sum[9]$_DFFE_PN0P_ | i_enable | 6
==> power by group <==
part / internal, W / leakage [nW] / switching (W)
Sequential: 0.000341 / 0.330 / 0.0000462
Combinational: 0.000277 / 0.759 / 0.000214
Clock: 0.000125 / 0.0357 / 0.0000846
Total: 0.000742 / 1.12 / 0.000345
Power is estimated from default activity; no workload was simulated.
